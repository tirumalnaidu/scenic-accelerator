$ cat flow/config.mk
export PLATFORM = sky130hd
export DESIGN_NAME = adder
export DESIGN_NICKNAME = adder
export VERILOG_FILES = /design/flow/design.v
export SDC_FILE = /design/flow/constraint.sdc
export NUM_CORES = 4
export LEC_CHECK = 1
export CORE_UTILIZATION = 40
$ cat flow/constraint.sdc
current_design adder

set clk_period 15.4
set clk_io_pct 0.2

create_clock -name clk0 -period $clk_period [get_ports {clk}]

set non_clock_inputs [all_inputs -no_clocks]
set_input_delay [expr $clk_period * $clk_io_pct] -clock clk0 $non_clock_inputs
set_output_delay [expr $clk_period * $clk_io_pct] -clock clk0 [all_outputs]
$ cat flow/design.v
module priority_encoder(
			input [24:0] significand,
			input [7:0] Exponent_a,
			output reg [24:0] Significand,
			output [7:0] Exponent_sub
			);
reg [4:0] shift;
always @(significand)
begin
	casex (significand)
		25'b0_xxxx_xxxx_xxxx_xxxx_xxxx_xxxx :	begin
													Significand = significand;
									 				shift = 5'd0;
												end
		25'b1_1xxx_xxxx_xxxx_xxxx_xxxx_xxxx :	begin
													Significand = significand;
									 				shift = 5'd0;
								 			  	end
		25'b1_01xx_xxxx_xxxx_xxxx_xxxx_xxxx : 	begin						
										 			Significand = significand << 1;
									 				shift = 5'd1;
								 			  	end
		25'b1_001x_xxxx_xxxx_xxxx_xxxx_xxxx : 	begin						
										 			Significand = significand << 2;
									 				shift = 5'd2;
								 				end
		25'b1_0001_xxxx_xxxx_xxxx_xxxx_xxxx : 	begin 							
													Significand = significand << 3;
								 	 				shift = 5'd3;
								 				end
		25'b1_0000_1xxx_xxxx_xxxx_xxxx_xxxx : 	begin						
									 				Significand = significand << 4;
								 	 				shift = 5'd4;
								 				end
		25'b1_0000_01xx_xxxx_xxxx_xxxx_xxxx : 	begin						
									 				Significand = significand << 5;
								 	 				shift = 5'd5;
								 				end
		25'b1_0000_001x_xxxx_xxxx_xxxx_xxxx : 	begin						 
									 				Significand = significand << 6;
								 	 				shift = 5'd6;
								 				end
		25'b1_0000_0001_xxxx_xxxx_xxxx_xxxx : 	begin						 
									 				Significand = significand << 7;
								 	 				shift = 5'd7;
								 				end
		25'b1_0000_0000_1xxx_xxxx_xxxx_xxxx : 	begin						 
									 				Significand = significand << 8;
								 	 				shift = 5'd8;
								 				end
		25'b1_0000_0000_01xx_xxxx_xxxx_xxxx : 	begin						 
									 				Significand = significand << 9;
								 	 				shift = 5'd9;
								 				end
		25'b1_0000_0000_001x_xxxx_xxxx_xxxx : 	begin						 
									 				Significand = significand << 10;
								 	 				shift = 5'd10;
								 				end
		25'b1_0000_0000_0001_xxxx_xxxx_xxxx : 	begin						 
									 				Significand = significand << 11;
								 	 				shift = 5'd11;
								 				end
		25'b1_0000_0000_0000_1xxx_xxxx_xxxx : 	begin						 
									 				Significand = significand << 12;
								 	 				shift = 5'd12;
								 				end
		25'b1_0000_0000_0000_01xx_xxxx_xxxx : 	begin						 
									 				Significand = significand << 13;
								 	 				shift = 5'd13;
								 				end
		25'b1_0000_0000_0000_001x_xxxx_xxxx : 	begin						 
									 				Significand = significand << 14;
								 	 				shift = 5'd14;
								 				end
		25'b1_0000_0000_0000_0001_xxxx_xxxx  : 	begin						 
									 				Significand = significand << 15;
								 	 				shift = 5'd15;
								 				end
		25'b1_0000_0000_0000_0000_1xxx_xxxx : 	begin						 
									 				Significand = significand << 16;
								 	 				shift = 5'd16;
								 				end
		25'b1_0000_0000_0000_0000_01xx_xxxx : 	begin						 
											 		Significand = significand << 17;
										 	 		shift = 5'd17;
												end
		25'b1_0000_0000_0000_0000_001x_xxxx : 	begin						 
									 				Significand = significand << 18;
								 	 				shift = 5'd18;
								 				end
		25'b1_0000_0000_0000_0000_0001_xxxx : 	begin						 
									 				Significand = significand << 19;
								 	 				shift = 5'd19;
												end
		25'b1_0000_0000_0000_0000_0000_1xxx :	begin						 
									 				Significand = significand << 20;
								 					shift = 5'd20;
								 				end
		25'b1_0000_0000_0000_0000_0000_01xx : 	begin						 
									 				Significand = significand << 21;
								 	 				shift = 5'd21;
								 				end
		25'b1_0000_0000_0000_0000_0000_001x : 	begin						 
									 				Significand = significand << 22;
								 	 				shift = 5'd22;
								 				end
		25'b1_0000_0000_0000_0000_0000_0001 : 	begin						 
									 				Significand = significand << 23;
								 	 				shift = 5'd23;
								 				end
		25'b1_0000_0000_0000_0000_0000_0000 : 	begin						 
								 					Significand = significand << 24;
							 	 					shift = 5'd24;
								 				end
		default : 	begin
						Significand = (~significand) + 1'b1;
						shift = 8'd0;
					end
	endcase
end
assign Exponent_sub = Exponent_a - shift;
endmodule
module adder(
input clk,
input [31:0] a_operand,b_operand,  
input AddBar_Sub,				   
output reg Exception,
output reg [31:0] result               
);
reg operation_sub_addBar;
wire Comp_enable;
reg output_sign;
wire [31:0] operand_a,operand_b;
reg [23:0] significand_a,significand_b;
reg [7:0] exponent_diff;
reg [23:0] significand_b_add_sub;
reg [7:0] exponent_b_add_sub;
reg [24:0] significand_add;
wire [30:0] add_sum;
reg [23:0] significand_sub_complement;
reg [24:0] significand_sub;
wire [30:0] sub_diff;
reg [24:0] subtraction_diff; 
reg [7:0] exponent_sub;
wire operation_sub_addBar1;
wire Comp_enable1;
wire output_sign1;
wire [31:0] operand_a1,operand_b1;
wire [23:0] significand_a1,significand_b1;
wire [7:0] exponent_diff1;
wire [23:0] significand_b_add_sub1;
wire [7:0] exponent_b_add_sub1;
wire [24:0] significand_add1;
wire [30:0] add_sum1;
wire [23:0] significand_sub_complement1;
wire [24:0] significand_sub1;
wire [30:0] sub_diff1;
wire [24:0] subtraction_diff1; 
wire [7:0] exponent_sub1;
wire Exception1;
wire [31:0] result1;
wire perform;
wire [7:0] exp_a,exp_b;
assign {Comp_enable,operand_a,operand_b} = (a_operand[30:0] < b_operand[30:0]) ? {1'b1,b_operand,a_operand} : {1'b0,a_operand,b_operand};
assign exp_a = operand_a[30:23];
assign exp_b = operand_b[30:23];
assign Exception1 = (&operand_a[30:23]) | (&operand_b[30:23]);
assign output_sign1 = AddBar_Sub ? Comp_enable ? !operand_a[31] : operand_a[31] : operand_a[31] ;
assign operation_sub_addBar1 = AddBar_Sub ? operand_a[31] ^ operand_b[31] : ~(operand_a[31] ^ operand_b[31]);
assign significand_a1 = (|operand_a[30:23]) ? {1'b1,operand_a[22:0]} : {1'b0,operand_a[22:0]};
assign significand_b1 = (|operand_b[30:23]) ? {1'b1,operand_b[22:0]} : {1'b0,operand_b[22:0]};
assign exponent_diff1 = operand_a[30:23] - operand_b[30:23];
assign significand_b_add_sub1 = significand_b >> exponent_diff;
assign exponent_b_add_sub1 = operand_b[30:23] + exponent_diff; 
assign perform = (operand_a[30:23] == exponent_b_add_sub);
assign significand_add1 = (perform & operation_sub_addBar) ? (significand_a + significand_b_add_sub) : 25'd0; 
assign add_sum[22:0] = significand_add[24] ? significand_add[23:1] : significand_add[22:0];
assign add_sum[30:23] = significand_add[24] ? (1'b1 + operand_a[30:23]) : operand_a[30:23];
assign significand_sub_complement1 = (perform & !operation_sub_addBar) ? ~(significand_b_add_sub) + 24'd1 : 24'd0 ; 
assign significand_sub1 = perform ? (significand_a + significand_sub_complement) : 25'd0;
priority_encoder pe(significand_sub,operand_a[30:23],subtraction_diff,exponent_sub);
assign sub_diff[30:23] = exponent_sub;
assign sub_diff[22:0] = subtraction_diff[22:0];
assign result1 = Exception ? 32'b0 : ((!operation_sub_addBar) ? {output_sign,sub_diff} : {output_sign,add_sum});
always@(posedge clk)
begin  
  Exception<=Exception1;
  output_sign<=output_sign1;
  operation_sub_addBar<=operation_sub_addBar1;
  significand_a<=significand_a1;
  significand_b<=significand_b1;
  exponent_diff<=exponent_diff1;
  significand_b_add_sub<=significand_b_add_sub1;
  exponent_b_add_sub<=exponent_b_add_sub1;
  significand_add<=significand_add1;
  significand_sub_complement<=significand_sub_complement1;
  significand_sub<=significand_sub1;
  result<=result1;
end
endmodule
$ cat flow/run.sh
#!/bin/bash
# OpenROAD 26Q1-2900-gdf79404cd8, Yosys 0.63+post, stock flow scripts
make -C /OpenROAD-flow-scripts/flow DESIGN_CONFIG=/design/flow/config.mk WORK_HOME=/design/flow/orfs finish
==> notes.md <==
Item: results of the latest flow run.

- The flow ran to the end, and the final reports show no timing, DRC or antenna violations.
- The number of H-tree levels is 4.
- In this run the tightest slew margin relative to its limit is 40.8%.
- The endpoint of the worst-slack reg-to-reg timing path is result[30].
- According to the report, the first pass of detailed routing completed in 5 iterations.
- The worst path arrival time is 7.88 ns.
- The total routing resource utilization after global routing is 25.1%.
- The vertical die size is 191 um.
- The transition time at the pin with the least slew margin is 0.888 ns.
- The analysis reports a worst IR drop on VDD of 0.0000826 V.
- Compared with the post-synthesis result, the final layout area differs by 12.8%.
- The start point of the worst hold path is output_sign.
- In this run the horizontal extent of the chip is 191 um.
- The summed negative setup slack over all endpoints is 0 ns.
- The number of distinct standard cells referenced by the synthesized netlist is 89.
- The most critical min-delay path falls under reg -> reg.
- Setup repair after global routing left no endpoint under its margin.
- The number of hold-slack violations in the final timing report is 0.
- The final number of setup-violating endpoints is 0.
- Among cell families on the critical path, the largest total delay comes from AND-OR/OR-AND gates.
- The report lists the power per cell area as 107 mW/mm^2.
- The maximum clock frequency is 133 MHz.
- The routed design could run at a clock period as short as 7.52 ns.
- The sequential standard cell area is 0.00395 sq mm.
- The placeable core region is 0.0348 sq mm.
- The CTS root buffer is clkbuf_16.
- The initial DRC count is 1244.
- The max-capacitance violation count is 0.
- The sequential area share after synthesis is 27.7%.
- Of all flip-flops after synthesis, the portion carrying an async set or reset was 0%.
- The TritonCTS clock tree is done.
- The number of antenna violations at the first check in global routing is 0.
- In this run the tools logged warnings totalling 26.
- Per the detail_route report, vias per standard cell equal 5.75.
- Of the post-synthesis cell area, the part taken by muxes is 4.79%.
- The average instance in the mapped netlist occupies 7.90 sq um.
- The total wire length is 43500 um.
- Per the post-synthesis report, the number of cells in the design is 1803.
- The via count of the first global-routing pass is 12200.
- The worst setup path is captured at a flip-flop.
- The origin of the critical flop-to-flop path is significand_sub[22].
- Counting every sink on the clock net gives 197.
- The combined area of all synthesized cells is 0.0142 sq mm.
- The deepest clock path buffer count is 2.
- Entering global routing, the biggest net connects 59 pins.
- The leakage component of the power was reported as 6.36 nW.
- The worst hold path stage count is 1.
- For reference, the critical path cell chain is clkdlybuf4s50_1 -> inv_1 -> ha_1 -> nand4_1 -> nor4_4 -> nand4_2 -> o22a_1 -> nand2_1 -> buf_4 -> a21oi_1 -> inv_1 -> ha_1 -> a21oi_1 -> o21bai_1 -> a21oi_1 -> o21bai_1 -> a21oi_1 -> xnor2_1 -> xnor2_1.
- TritonRoute output was used to compute an average wire per cell of 19.0 um.
- Per the skew report, the later register of the worst-skew pair sees a clock latency of 0.44 ns.
- The most numerous cell on the critical path is a21oi_1.
- Together, buffers and inverters on the worst path number 4.
- The buffer count from post-CTS setup fixing is 0.
- The number of buffers added by the clock tree synthesis step is 17.
- The largest clock skew in the final design is 0.0132 ns.
- The multi-input combinational cells in the finished layout cover a total of 0.00940 sq mm.
- The number of placed cells counting well taps is 2263.
- The most used flip-flop cell after synthesis is dfxtp_1.
- Post-route period utilization is reported as 48.8%.
- STA classifies the critical path startpoint as an input port.
- The count of cells along the worst register-to-register path is 19.
- The non-filler instance count after layout is 2295.
- The wire length of the first global-routing pass is 69600 um.
- Of the total synthesized cell area, the portion taken by full adders, half adders and majority gates is 8.82%.
- The I/O pin count is 99.
- During placement, the flow inserted port buffers numbering 98.
- The global route stage reports its total congestion overflow as 0.
- Per the post-route antenna check, the number of violating nets is 0.
- The main kind of combinational logic by area is simple AND/OR/NAND/NOR gates.
- The initial cell density of the core is 40.9%.
- For this design, Yosys synthesis ends with a cell count of 1803.
- The total of cells resized after clock tree synthesis is 0.
- The cell-mix breakdown from Yosys lists the compound-gate area share as 23.6%.
- The number of flops mapped to enable cells by yosys is 0.
- The worst-case hold path end point is result[31].
- After clock tree synthesis, the flow added hold-fix buffers numbering 0.
- After synthesis, the chip area reported by Yosys is 0.0142 sq mm.
- The final timing report lists a max-slew violation count of 0.
- The depth of the critical timing path with buffers and inverters included is 19.
- The number of cell rows is 68.
- The number of warnings reported in the yosys synthesis log is 2.
- The worst path required time is 15.77 ns.
- The number of filler cells placed in the layout is 3383.
- The half-perimeter wire length after detailed placement is 33100 um.
- The worst-path cell with the longest stage delay is clkdlybuf4s50_1.
- In this run, the synthesized area fraction spent on and/or/nand/nor cells is recorded as 24.7%.
- The clock-pin slew on the worst setup and hold paths is 0.08 ns.
- The chip occupies 0.0364 sq mm.
- In this design, the stage delay of the slowest critical-path cell is 0.54 ns.
- Per the detail_route report, the via count comes to 13200.
- The weighted congestion reported at the end of routability-driven placement is 0.928.
- Per the detail_route report, inserted antenna diodes total 0.
- The synthesized flop and latch total is 197.
- The setup check on the worst reg-to-reg path leaves a slack of 10.88 ns.
- After detailed routing, the number of remaining DRC violations is 0.
- The setup path with the least slack is of type in -> reg.
- The biggest fanout along the worst timing path is 50.
- The area fraction in xor and xnor cells is 4.06%.
- The proportion of layout cells with a drive suffix above 1 is 9.89%.
per-layer routing:
metal	vias to the layer above	routed length [um]	global-route usage, %
li1	6568	-	-
met1	6137	21000	39.1
met2	445	19200	37.9
met3	41	2520	3.32
met4	0	833	4.03
met5	-	0	0
metrics by stage:
step           utilization [%]  hold slack (ns)  total power [W]  cell area, sq um  setup WS, ns
6_report                  46.2            0.441          0.00173             16100          7.88
3_5_place_dp              44.5            0.430          0.00130             15500          7.47
5_1_grt                   46.2            0.454          0.00184             16100          7.53
3_3_place_gp              44.5            0.428          0.00130             15500          7.52
2_1_floorplan                -            0.414          0.00109             14200          8.96
4_1_cts                   46.2            0.448          0.00174             16100          7.90
Yosys cell counts (18+ instances only):
cell type,n,area (sq um)
nand2_1,202,758
dfxtp_1,197,3940
nor2_1,167,627
o21ai_0,136,681
a21oi_1,122,611
clkbuf_1,97,364
ha_1,94,1180
inv_1,86,323
a211oi_1,39,293
mux2i_1,39,390
nor3_2,39,390
nor3_1,38,190
nand3_1,37,185
xnor2_1,34,298
a221oi_1,33,289
xor2_1,32,280
a21o_1,22,165
nor2b_1,22,138
a31oi_1,18,113
mux2_2,18,203
state kept, by name (all words and copies together), names as in the netlist:
signal	cells
significand_sub	25
significand_b	24
significand_add	25
exponent_diff	8
significand_sub_complement	24
significand_b_add_sub	24
operation_sub_addBar	1
result	32
significand_a	24
Exception	1
exponent_b_add_sub	8
output_sign	1
worst register-to-register path, cell delays in order (launching register included):
cell and delay, ns:
dfxtp_1 0.30, buf_4 0.26, nor4b_4 0.41, nand4_2 0.28, or4_4 0.53, nor3_4 0.29, inv_2 0.11, or4_1 0.40
nor2_1 0.14, nand3_1 0.09, and3_4 0.22, ha_1 0.26, nor2b_1 0.12, o21ai_0 0.16, nand2b_1 0.11, a21oi_1 0.15
o21ai_0 0.13, nor4_1 0.26, o21ai_0 0.14, o31ai_1 0.07
final cells by class:
class,instances,share of cell area (%)
multi-input cells,1389,58.5
flip-flops and latches,197,24.6
repair buffers,133,7.74
well taps,455,3.54
clock buffers,18,2.73
inverters,89,2.08
clock inverters,14,0.856
kinds of logic after synthesis:
group,after synthesis
AOI/OAI and AO/OA,513
xor gates and xnor gates,66
adders and majority gates,98
buffers and inverters,217
DFF,197
muxes,61
and+or+nand+nor,651
placed cells by master, fill, tap and decap left out, types with 35 or more instances in the layout:
master / netlist / final
clkdlybuf4s50_1: 0 / 98
nor3_2: 39 / 39
a21oi_1: 122 / 122
nor3_1: 38 / 38
ha_1: 94 / 94
o21ai_0: 136 / 136
inv_1: 86 / 86
mux2i_1: 39 / 39
nand2_1: 202 / 202
nand3_1: 37 / 37
nor2_1: 167 / 166
a211oi_1: 39 / 39
dfxtp_1: 197 / 196
buf_4: 3 / 35
worst max-delay path by stage:
| stage | endpoint | start | slack, ns |
|---|---|---|---|
| after global routing | exponent_b_add_sub[7] | b_operand[26] | 7.53 |
| final | exponent_b_add_sub[7] | b_operand[26] | 7.88 |
| after CTS | exponent_b_add_sub[7] | b_operand[26] | 7.90 |
power by group:
| group | internal, W | switching, W | total (W) |
|---|---|---|---|
| Combinational | 0.000269 | 0.000391 | 0.000660 |
| Sequential | 0.000571 | 0.0000587 | 0.000630 |
| Clock | 0.000220 | 0.000216 | 0.000435 |
No activity file was given, so power comes from the tool's default toggle rates.
