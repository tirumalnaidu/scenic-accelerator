### flow/design.v
module multiplier(
    input clk,
		input [31:0] a_operand,
		input [31:0] b_operand,
		output reg Exception,Overflow,Underflow,
		output reg [31:0] result
		);
reg sign,product_round,normalised,zero;
reg [8:0] exponent,sum_exponent;
reg [22:0] product_mantissa;
reg [23:0] operand_a,operand_b;
reg [47:0] product,product_normalised; 
wire sign1,product_round1,normalised1,zero1; 
wire [8:0] exponent1,sum_exponent1; 
wire [22:0] product_mantissa1;
wire [23:0] operand_a1,operand_b1; 
wire [47:0] product1,product_normalised1; 
wire Exception1,Overflow1,Underflow1; 
wire [31:0] result1;
reg [31:0] res1,res2,res3;
assign sign1 = a_operand[31] ^ b_operand[31];
assign Exception1 = (&a_operand[30:23]) | (&b_operand[30:23]);
assign operand_a1 = (|a_operand[30:23]) ? {1'b1,a_operand[22:0]} : {1'b0,a_operand[22:0]};
assign operand_b1 = (|b_operand[30:23]) ? {1'b1,b_operand[22:0]} : {1'b0,b_operand[22:0]};
assign product1 = operand_a * operand_b;			 
assign product_round1 = |product_normalised[22:0];   
assign normalised1 = product[47] ? 1'b1 : 1'b0;	
assign product_normalised1 = normalised ? product : product << 1;	 
assign product_mantissa1 = product_normalised[46:24] + {21'b0,(product_normalised[23] & product_round)};
assign zero1 = Exception ? 1'b0 : (product_mantissa == 23'd0) ? 1'b1 : 1'b0;
assign sum_exponent1 = a_operand[30:23] + b_operand[30:23];
assign exponent1 = sum_exponent - 8'd127 + normalised;
assign Overflow1 = ((exponent[8] & !exponent[7]) & !zero) ;  
assign Underflow1 = ((exponent[8] & exponent[7]) & !zero) ? 1'b1 : 1'b0; 
assign result1 = Exception ? 32'd0 : zero ? {sign,31'd0} : Overflow ? {sign,8'hFF,23'd0} : Underflow ? {sign,31'd0} : {sign,exponent[7:0],product_mantissa};
always@(posedge clk)
begin
  sign<=sign1;
  Exception<=Exception1;
  operand_a<=operand_a1;
  operand_b<=operand_b1;
  product<=product1;
  product_round<=product_round1;
  normalised<=normalised1;
  product_normalised<=product_normalised1;
  product_mantissa<=product_mantissa1;
  zero<=zero1;
  sum_exponent<=sum_exponent1;
  exponent<=exponent1;
  Overflow<=Overflow1;
  Underflow<=Underflow1;
  res1<=result1;
  res2<=res1;
  res3<=res2;
  result<=res3;
end
endmodule
### flow/constraint.sdc
current_design multiplier

set clk_period 19.7
set clk_io_pct 0.2

create_clock -name clk0 -period $clk_period [get_ports {clk}]

set non_clock_inputs [all_inputs -no_clocks]
set_input_delay [expr $clk_period * $clk_io_pct] -clock clk0 $non_clock_inputs
set_output_delay [expr $clk_period * $clk_io_pct] -clock clk0 [all_outputs]
### flow/run.sh
#!/bin/bash
# OpenROAD 26Q1-2900-gdf79404cd8, Yosys 0.63+post, stock flow scripts
make -C /OpenROAD-flow-scripts/flow DESIGN_CONFIG=/design/flow/config.mk WORK_HOME=/design/flow/orfs finish
### flow/config.mk
export PLATFORM = sky130hd
export DESIGN_NAME = multiplier
export DESIGN_NICKNAME = multiplier
export VERILOG_FILES = /design/flow/design.v
export SDC_FILE = /design/flow/constraint.sdc
export NUM_CORES = 4
export LEC_CHECK = 1
export CORE_UTILIZATION = 50
==> impl_table.tex <==
% Implementation results table
\begin{tabular}{lr}
\hline
Metric & Value \\
\hline
\multicolumn{2}{l}{\textbf{Worst setup path}} \\
Worst r2r src & operand\_a[15]\$\_DFF\_P\_ \\
Most common cell on crit path & fa\_1 \\
R2R setup slack & 12.56 ns \\
Worst path depth & 22 \\
Critical Path Slowest Stage Cell & dfxtp\_1 \\
Worst setup EP type & register \\
Worst Path Arrival & 7.57 ns \\
Nature of the critical path startpoint & register \\
Type of the setup path with the least slack & reg -> reg \\
Critical path origin & operand\_a[15]\$\_DFF\_P\_ \\
Kind of cell with the highest combined delay on the critical path & adder cells \\
Cell breakdown of the critical path & nand2\_1, fa\_1, inv\_1, fa\_1, inv\_1, fa\_1, inv\_1, fa\_1, fa\_1, inv\_1, fa\_1, fa\_1, inv\_1, ha\_1, a21oi\_2, o21ai\_1, a221oi\_1, o31a\_1, nand2\_1, o21ai\_2, o21ai\_1, xor2\_1 \\
Maximum fanout along the worst path & 24 \\
Logic depth of the worst register-to-register path & 22 \\
Slowest cell delay on critical path & 1.00 ns \\
Reg2reg end & product[43]\$\_DFF\_P\_ \\
CP Buf/Inv Count & 5 \\
Data required time of the critical path & approximately 20 ns \\
\multicolumn{2}{l}{\textbf{Clock tree}} \\
Number of levels the H-tree was split into & 2 \\
Buffer count from post-CTS setup fixing & 0 \\
TritonCTS clock tree & yes \\
CTS Hold Bufs & 0 \\
Clock slew at the register clock pins of the worst setup and hold paths & about 0.060 ns \\
Number of resized instances in the post-cts repair step & 0 \\
Inserted Clock Buffers & 35 \\
Insertion Delay late pin & 0.55 ns \\
Cell at the root of the clock tree & clkbuf\_16 \\
Number of clock sinks & roughly 320 \\
Deepest clock path buffer count & 3 \\
\multicolumn{2}{l}{\textbf{STA}} \\
Shortest clock period the worst path allows after layout & 7.14 ns \\
Fraction of the cycle the final worst path needs & a little over a third \\
Pins Over Slew Limit & 0 \\
Worst-case clock skew & $\sim$0.031 ns \\
Least setup slack across all paths after layout & 12.56 ns \\
Unrepaired setup endpoints after global routing & false \\
Slew at the pin closest to its max-slew limit & about 1.0 ns \\
Fmax achieved & roughly 140 MHz \\
Tightest slew margin relative to the limit & a little over 30\% \\
Total Neg Setup Slack & 0 ns \\
Hold Fails Final Rpt & 0 \\
Number of setup violations in the final report & 0 \\
\multicolumn{2}{l}{\textbf{Floorplan}} \\
Die height & 236 um \\
Io pins & approximately 100 \\
X dimension of the die & 236 um \\
FP Util & 50.8\% \\
Standard-cell rows & 85 \\
Area of the core region & 0.0539 mm2 \\
Overall die area & 0.0557 mm2 \\
\multicolumn{2}{l}{\textbf{Global routing}} \\
GRT Residual Overflow & 0 \\
Antenna violations before repair & 0 \\
Via count of the first global-routing pass & 19181 \\
Wire length of the first global-routing pass & 99.3 mm \\
Overall routing resource usage & 24.4\% \\
Pin count of the biggest net entering global routing & 49 \\
\multicolumn{2}{l}{\textbf{Synthesis}} \\
Synth flops & 319 \\
EDFF count, synth & 0 \\
Average cell area after synthesis & between 9 and 10 um2 \\
Most repeated cell in the gate-level netlist after synthesis & inv\_1 \\
Async S/R FF share, synth & 0\% \\
Seq/Total Area, Yosys & 23.3\% \\
Area of the synthesized netlist per yosys stat & 0.0274 mm2 \\
Post-synth top flop & dfxtp\_1 \\
Most frequent cells after synthesis & 563 x inv\_1, 483 x fa\_1, 327 x and2\_1 \\
Gate count of the mapped netlist & 2753 \\
Combined area of all synthesized cells & 0.0274 mm2 \\
Largest area contributor in the synthesized netlist & fa\_1 \\
Post-synthesis cell count from yosys & 2753 \\
Yosys warning count & 1 \\
Post-synth cell types & 62 \\
Synth top area cells & fa\_1 35\%, dfxtp\_1 23\%, ha\_1 8.5\% \\
Post-synth top area share & a little over a third \\
\multicolumn{2}{l}{\textbf{Drt}} \\
Remaining number of nets flagged by the antenna check after routing & 0 \\
Via density per instance & 4.97 \\
Average routed wire per standard cell & 16.9 um \\
Antenna diode instance count & 0 \\
Detailed Route Iter0 Violations & $\sim$590 \\
Total routed wirelength & 59.7 mm \\
Pre-Repair DR Iteration Count & 5 \\
Remaining routing DRC violations & 0 \\
Routed via count & roughly 18000 \\
\multicolumn{2}{l}{\textbf{Run status}} \\
Result of the run & complete, no violations \\
\multicolumn{2}{l}{\textbf{Worst hold path}} \\
Endpoint of the worst hold-timing path & res3[15]\$\_DFF\_P\_ \\
Hold path cells & 0 \\
Startpoint of the lowest-slack hold path & res2[15]\$\_DFF\_P\_ \\
Worst min path class & reg -> reg \\
\multicolumn{2}{l}{\textbf{Finish}} \\
\# fillers & between 4000 and 5000 \\
Relative area change from synthesis to final layout & 11.2\% \\
Proportion of layout cells with a drive suffix above 1 & 6.78\% \\
Tally of non-filler cells in the final layout & 3541 \\
Post-layout instance area & 0.0305 mm2 \\
\multicolumn{2}{l}{\textbf{Placed design}} \\
Total cell area at the placement stage & between 0.02 and 0.03 mm2 \\
Worst setup slack after placement & 12.66 ns \\
Placed Cells incl. Taps & 3478 \\
Placer's final routability congestion estimate & just over 0.9 \\
Port Buf Inserts & 99 \\
Half-perimeter wire length of the detailed placement result & between 40 and 50 mm \\
\multicolumn{2}{l}{\textbf{Job}} \\
Count of maximum capacitance violations & 0 \\
Number of logged tool warnings & 25 \\
\hline
\end{tabular}
==> cell families after synthesis <==
family | after synthesis | share of synthesized area [%]
simple gates | 784 | 14.6
buf+inv | 682 | 9.41
fa+ha+maj | 669 | 43.8
flops | 319 | 23.3
compound gates | 175 | 4.43
xor+xnor | 77 | 2.46
mux | 47 | 1.93
==> cell type report <==
type	count	area [um2]	area share (%)
multi-input combinational	1752	18400	60.5
clock buffer	43	957	3.14
clock inverter	20	348	1.14
timing repair buffer	147	1350	4.44
tap	696	871	2.86
sequential	319	6390	21.0
inverter	564	2120	6.95
==> metrics by stage <==
step / hold slack [ns] / utilization, %
after global routing: 0.316 / 56.5
after floorplan: 0.310 / -
final: 0.303 / 56.5
after global placement: 0.310 / 54.1
after detailed placement: 0.312 / 54.1
after CTS: 0.300 / 56.5
==> state kept, by name, indices dropped and copies added, names as in the netlist <==
register            flops
product                48
product_normalised     47
operand_a              24
res1                   32
normalised              1
res3                   32
product_round           1
sum_exponent            9
exponent                9
Overflow                1
product_mantissa       23
zero                    1
operand_b              24
Underflow               1
result                 32
res2                   32
sign                    1
Exception               1
==> cell usage in the layout (no fill, tap or decap), drive strengths merged, types with 43 or more instances in the layout <==
cell type / count
ha: 186
clkbuf: 43
dfxtp: 319
buf: 48
nand2: 328
clkdlybuf4s50: 99
inv: 567
xnor2: 45
a21oi: 67
mux2: 47
fa: 483
and2: 327
==> worst max path at each step <==
stage	slack (ns)	end
finish	12.56	product[43]$_DFF_P_
global route	12.28	product[43]$_DFF_P_
CTS	12.66	product[43]$_DFF_P_
==> routing by layer <==
layer	up-vias	GRT usage (%)	wire length [um]
met5	-	0.779	58
met4	2	3.88	1140
met2	599	35.2	25900
li1	8343	-	-
met1	8589	35.5	25600
met3	69	12.6	7030
